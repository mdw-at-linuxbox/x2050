File: config.mk
export PLATFORM = sky130hd
export DESIGN_NAME = pri8
export DESIGN_NICKNAME = pri8
export VERILOG_FILES = /design/flow/design.v
export SDC_FILE = /design/flow/constraint.sdc
export NUM_CORES = 4
export LEC_CHECK = 1
export CORE_AREA = 10 10 70 70
export DIE_AREA = 0 0 80 80
File: design.v
`default_nettype   none
module pri8(i_clk, i_rst,
	i_in, o_found, o_out);
parameter N=16;
input wire i_clk;
input wire i_rst;
input wire [N-1:0] i_in;
output wire o_found;
output wire [N-1:0] o_out;
assign o_found = |i_in;
assign o_out[N-1] = i_in[N-1];
genvar i;
generate for (i = N-2; i >= 0; i = i - 1)
assign o_out[i] = ~|{i_in[N-1:i+1]} & i_in[i];
endgenerate
endmodule
File: run.sh
#!/bin/bash
# OpenROAD 26Q1-2900-gdf79404cd8, Yosys 0.63+post, stock flow scripts
make -C /OpenROAD-flow-scripts/flow DESIGN_CONFIG=/design/flow/config.mk WORK_HOME=/design/flow/orfs finish
File: constraint.sdc
current_design pri8

set clk_period 6.2
set clk_io_pct 0.2

create_clock -name clk0 -period $clk_period

set non_clock_inputs [all_inputs -no_clocks]
set_input_delay [expr $clk_period * $clk_io_pct] -clock clk0 $non_clock_inputs
set_output_delay [expr $clk_period * $clk_io_pct] -clock clk0 [all_outputs]
==> impl_metrics.json <==
{
  "status": "complete, no violations",
  "maxClockFrequency_mhz": 226,
  "grt_pass1_wl_mm": 1.58,
  "critPathLaunchType": "input pin",
  "dpl.cell_count": 104,
  "ff_count": 0,
  "max_cap_violations": 0,
  "intPower_mw": 0.0129,
  "hpwl_um": 957,
  "power_switching_share_pct": 30.1,
  "place_ws_ps": 1730,
  "tool_warnings": 34,
  "netlist_area_um2": 200,
  "gp_congestion": 0.685,
  "die-height_um": 80,
  "yosysUniqueCellTypes": 14,
  "crit_start": "i_in[15]",
  "track_usage_pct": 2.93,
  "final_area_um2": 573,
  "cp_slowest_cell": "clkdlybuf4s50_1",
  "first_iter_violations": 13,
  "synthCells": 27,
  "layout.cells.non_filler": 104,
  "setup_slack_ps": 1770,
  "antenna_found_initial": 0,
  "drc": 0,
  "worstPathRequired_ps": 4960,
  "post_cts_resized": 0,
  "core_um2": 3420,
  "fp.dieArea_um2": 6400,
  "worstPathMaxFanout": 9,
  "area_leaders": "and4b_1 15%, and3_1 13%, nor4_4 11%, nor2_1 9.4%, and3b_1 8.8%",
  "fp_util_pct": 5.86,
  "post_cts_buffers": 0,
  "power.density_nw_per_um2": 32.2,
  "worstMarginPinSlew_ps": 641,
  "combinationalPowerShare_pct": 100.0,
  "num-clock-buffers": 0,
  "synth_seq_share_pct": 0,
  "yosysWarnings": 0,
  "whs_ps": 3460,
  "cp_slowest_stage_delay_ps": 500,
  "area_delta_synth_final_pct": 186,
  "min_to": "o_out[15]",
  "min_period_ps": 4430,
  "irDropWorstVdd_uv": 12.1,
  "relSlewSlack_pct": 56.9,
  "crit_top_cell": "clkdlybuf4s50_1",
  "top_cell_area_share_pct": 15.0,
  "n_antenna_cell": 0,
  "drt_wl_total_mm": 1.05,
  "grt_pass1_vias": 340,
  "grt-busiest-layer": "met2",
  "postCtsHoldBufs": 0,
  "p_leak_nw": 0.213,
  "finalHoldViolations": 0,
  "cp_data_arrival_time_ps": 3190,
  "dr.pass1.iters": 2,
  "finalSetupTns_ps": 0,
  "finalPower_mw": 0.0185,
  "post_drt_via_cell_ratio": 3.18,
  "synth_top_cell_by_area": "and4b_1",
  "holdCritStartpoint": "i_in[15]",
  "lay_top_cells": "33 x clkdlybuf4s50_1, 5 x nor2_1, 4 x and3_1, 3 x and4b_1",
  "grt_use_met3_pct": 2.16,
  "maxSlewViolCount": 0,
  "pwr-share-clk_pct": 0,
  "end_kind": "output pin",
  "crit_chain": "clkdlybuf4s50_1 -> nor4_4 -> and3_1 -> and4_1 -> clkdlybuf4s50_1",
  "drt.antenna.violating_nets": 0,
  "switchingPower_mw": 0.00555,
  "synth_area_per_cell_um2": 7.41,
  "drive_above_1_share_pct": 3.45,
  "setup_viol": 0,
  "port_buffers": 33,
  "pwr-share-seq_pct": 0,
  "period_used_pct": 71.5,
  "wl_per_cell_um": 10.1,
  "dr_total_vias": 331,
  "met2_usage_pct": 4.33,
  "flop_area_um2": 0,
  "grt_overflow_total": 0,
  "hold_depth": 2,
  "ys_cells": 27,
  "yosys_area_um2": 200,
  "place_area_um2": 573,
  "hp-class": "in -> out",
  "critPathKind": "in -> out",
  "die_x_um": 80,
  "fin_util_pct": 16.8,
  "layout_top_cell": "clkdlybuf4s50_1",
  "grt_use_met1_pct": 3.56,
  "io_pins": 35,
  "rows": 21,
  "rsz0062_at_grt": "false",
  "grt_max_degree": 10
}
[how the worst max path moves through the flow]
stage / to / slack, ps
final: o_out[1] / 1770
after CTS: o_out[1] / 1730
after global routing: o_out[1] / 1640
[cell usage after synthesis, drive strengths merged]
cell and n:
and3b 2, nor4b 2, and2 2, buf 2, nor3b 1, and3 5, and4 1, nor4 2
nand4 1, nor2 5, and4b 3, nor2b 1
[layout make-up]
type,count,area [µm²]
multi-input cells,25,185
well taps,46,57.6
repair buffers,33,330
fillers,396,2840
[critical path: cells and delay by family]
family        cells  cell delay [ps]
simple gates      3              960
buf+inv           2              980
[power groups by stage]
stage,clock [mW],combinational (mW),sequential [mW]
5_1_grt,0,0.0200,0
6_report,0,0.0185,0
4_1_cts,0,0.0187,0
[cells by family (layout without fill, tap and decap cells)]
logic type	after synthesis	after routing	share of synthesized area, %
and+or+nand+nor	25	25	92.5
buffers and inverters	2	33	7.50
[per-layer routing]
metal | up-vias | wire [µm]
met5 | - | 0
met4 | 0 | 0
met3 | 0 | 209
met2 | 25 | 353
met1 | 136 | 489
li1 | 170 | -
Power figures rest on the tool's default switching activity, not on a simulated workload.
