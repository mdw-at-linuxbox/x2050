<file path="run.sh">
#!/bin/bash
# OpenROAD 26Q1-2900-gdf79404cd8, Yosys 0.63+post, stock flow scripts
make -C /OpenROAD-flow-scripts/flow DESIGN_CONFIG=/design/flow/config.mk WORK_HOME=/design/flow/orfs finish
</file>
<file path="config.mk">
export PLATFORM = sky130hd
export DESIGN_NAME = x2050com
export DESIGN_NICKNAME = x2050com
export VERILOG_FILES = /design/flow/design.v
export SDC_FILE = /design/flow/constraint.sdc
export NUM_CORES = 4
export LEC_CHECK = 1
export CORE_AREA = 10 10 70 70
export DIE_AREA = 0 0 80 80
</file>
<file path="constraint.sdc">
current_design x2050com

set clk_period 1.4
set clk_io_pct 0.2

create_clock -name clk0 -period $clk_period [get_ports {i_clk}]

set non_clock_inputs [all_inputs -no_clocks]
set_input_delay [expr $clk_period * $clk_io_pct] -clock clk0 $non_clock_inputs
set_output_delay [expr $clk_period * $clk_io_pct] -clock clk0 [all_outputs]
</file>
<file path="design.v">
`default_nettype   none
module x2050com (i_clk, i_reset,
	i_ros_advance,
	i_io_mode,
	i_wm,
	i_l_reg,
	i_buffer_out_bus,
	i_firstcycle,
	i_routine_recd,
	i_routine_requesting,
	i_reset_c1,
	i_reply_latch_pulse,
	o_wcc,
	o_ch_select,
	o_start_io,
	o_halt_io,
	o_test_io,
	o_test_channel,
	o_foul,
	o_timeout,
	o_timeout_check,
	o_int_test_io,
	o_set_buffer_13,
	o_set_buffer_2,
	o_com_buffer1,	 
	o_com_buffer2,
	o_com_buffer3);	 
	input wire i_clk;
	input wire i_reset;
	input wire i_ros_advance;
	input wire i_io_mode;
	input wire [3:0] i_wm;
	input wire [31:0] i_l_reg;
	input wire [8:0] i_buffer_out_bus;
	input wire i_firstcycle;
	input wire i_routine_recd;
	input wire [3:0] i_routine_requesting;
	input wire i_reset_c1;
	input wire i_reply_latch_pulse;
	output wire o_wcc;
	output reg [2:0] o_ch_select;
	output wire o_start_io;
	output wire o_halt_io;
	output wire o_test_io;
	output wire o_test_channel;
	output wire o_foul;
	output wire o_timeout;
	output wire o_timeout_check;
	output wire o_int_test_io;
	output wire o_set_buffer_13;
	output wire o_set_buffer_2;
	output reg [3:0] o_com_buffer1;
	output reg [3:0] o_com_buffer2;
	output reg [3:0] o_com_buffer3;
	reg [7:0] current_command;
	wire wcc_gated;
	wire io_instruction;
	wire register_d;	 
	assign o_wcc = i_ros_advance & ~i_io_mode & (i_wm == 4'd7);
	assign wcc_gated = ~io_instruction & o_wcc;
	wire reset_foul = i_reset_c1 | i_reply_latch_pulse;
	wire load_command_latch = wcc_gated | i_reset_c1 | i_reply_latch_pulse;
	assign register_d = wcc_gated;
	always @(posedge i_clk) if (i_reset) begin
		o_ch_select <= 0;
	end else begin
		if (load_command_latch)
			o_ch_select <= i_l_reg[31-21:31-23]
				& {3{wcc_gated}};
	end
	always @(posedge i_clk) if (i_reset) begin
		current_command <= 0;
	end else begin
		if (wcc_gated) begin
			current_command[7-0:7-3] = i_buffer_out_bus[7-0:7-3];
			current_command[7-7] = i_buffer_out_bus[7-7];
		end
		if (register_d) begin
			current_command[7-1] = i_buffer_out_bus[7-1];
			current_command[7-2] = i_buffer_out_bus[7-2];
		end
	end
	assign o_start_io = current_command[7-7];
	assign o_halt_io = current_command[7-6];
	assign o_test_io = current_command[7-5];
	assign o_test_channel = current_command[7-4];
	assign o_foul = current_command[7-3];
	assign o_timeout = current_command[7-2];
	assign o_timeout_check = current_command[7-1];
	assign o_int_test_io = current_command[7-0];
	assign o_set_buffer_13 = i_routine_recd & i_ros_advance;
	assign o_set_buffer_2 = i_firstcycle & i_ros_advance;
	always @(posedge i_clk) if (i_reset) begin
		o_com_buffer1 <= 0;
		o_com_buffer2 <= 0;
		o_com_buffer3 <= 0;
	end
	else begin
		if (o_set_buffer_13) begin
			o_com_buffer1 <= i_routine_requesting;
			o_com_buffer3 <= o_com_buffer2;
		end
		if (o_set_buffer_2) begin
			o_com_buffer2 <= o_com_buffer1;
		end
	end
endmodule
</file>
==> metrics.log <==
[flow] collecting metrics
[metrics] run status: finished clean
[metrics] Syn Area/Cell: 10.0 µm²
[metrics] pre-CTS setup slack: -430 ps
[metrics] Inserted Clock Buffers: 3
[metrics] total of fill cells in the finished design: 377
[metrics] aggregate routed wire length: 1560 µm
[metrics] synthesized flop and latch total: 12
[metrics] routed wirelength normalized by instance count: 11.5 µm
[metrics] Setup Skew: 0.327 ps
[metrics] Peak supply drop: 0.166 mV
[metrics] height of the die: 80 µm
[metrics] number of warnings in the stage logs: 68
[metrics] number of synthesized flops with an enable pin: 0
[metrics] Final Hold Vio Count: 0
[metrics] startpoint of the tightest hold check path: i_ros_advance
[metrics] power share of the clock group: 30.0%
[metrics] required time at the endpoint of the critical path: 1120 ps
[metrics] number of levels in the clock H-tree: 1
[metrics] Post-synth seq share: 40.6%
[metrics] post-layout period usage: 96.8%
[metrics] via count of the first global-routing pass: 521
[metrics] worst hold slack: 348 ps
[metrics] crit start category: input port
[metrics] overall track demand over capacity in global routing: 4.97%
[metrics] wire length of the first global-routing pass: 2520 µm
[metrics] Worst Setup End Kind: primary output
[metrics] startpoint-to-endpoint class of the critical path: input port to primary output
[metrics] post-route cell area: 912 µm²
[metrics] commonest cells in the synthesized netlist: sky130_fd_sc_hd__dfxtp_1, sky130_fd_sc_hd__nand2b_1, sky130_fd_sc_hd__buf_4
[metrics] remaining number of nets flagged by the antenna check after routing: 0
[metrics] total gr overflow: 0
[metrics] post-route DRC violation count: 0
[metrics] fraction of synthesized cell area taken by the top area cell type: 40.6%
[metrics] area of placed instances: 888 µm²
[metrics] hold-critical path depth: 3
[metrics] mapped cell area: 592 µm²
[metrics] I/O pin count: 83
[metrics] Comb power frac: 15.4%
[metrics] worst path setup slack after routing: 44.9 ps
[metrics] Maximum Capacitance Violations: 0
[metrics] number of placement rows: 21
[metrics] number of pins with negative max-slew slack in the final report: 0
[metrics] buffer depth of the longest clock path: 2
[metrics] leading cell types by total area after synthesis: sky130_fd_sc_hd__dfxtp_1, sky130_fd_sc_hd__buf_4, sky130_fd_sc_hd__mux2i_1, sky130_fd_sc_hd__nand2b_1, sky130_fd_sc_hd__nand4b_1
[metrics] total of endpoints with negative setup slack in the final report: 0
[metrics] critical path fanouts, max: 2
[metrics] clock slew at the register clock pins of the worst setup and hold paths: 60 ps
[metrics] unrepaired setup endpoints after global routing: no
[metrics] launching point of the worst reg2reg path: o_com_buffer1[1]$_SDFFE_PP0P_
[metrics] area of the core region: 3420 µm²
[metrics] Static Leakage: 0.357 nW
[metrics] Pre-Place Util: 17.3%
[metrics] FF-to-FF setup slack: 800 ps
[metrics] post-synth area from yosys stat: 592 µm²
[metrics] yosys cell count: 59
[metrics] signal arrival time at the worst endpoint: 1080 ps
[metrics] drt via density: 3.44
[metrics] final weighted congestion in routability-driven placement: 0.742
[metrics] P per Cell Area: 711 nW/µm²
[metrics] port bufs: 28
[metrics] sequential fraction of design power: 54.7%
[metrics] maximum achievable frequency: 738 MHz
[metrics] Insertion Delay late pin: 260 ps
[metrics] r2r worst-path depth: 2
[metrics] Root Buffer: sky130_fd_sc_hd__clkbuf_4
[metrics] endpoint of the most critical register-to-register path: o_com_buffer2[1]$_SDFFE_PP0P_
[metrics] maximum number of pins on one net before global-route repair: 17
[metrics] area of the die: 6400 µm²
[metrics] classification of the worst-slack hold path: input port to flip-flop
[metrics] detailed placer's ending HPWL: 1350 µm
[metrics] number of sinks on the clock net: 12
[metrics] overall via count from detail_route: 468
[metrics] count of buffers added by post-CTS timing repair for setup: 0
[metrics] Top FF cell, synth: sky130_fd_sc_hd__dfxtp_1
[metrics] Die Wd: 80 µm
[metrics] Layout area overhead: 54.1%
[metrics] number of antenna violations at the first check in global routing: 0
[metrics] Distinct lib cells used: 11
[metrics] Endpoint, Worst Hold: o_com_buffer1[1]$_SDFFE_PP0P_
[metrics] post-synthesis cell type with the largest combined area: sky130_fd_sc_hd__dfxtp_1
[metrics] internal power component: 517 µW
[metrics] Switching Fraction: 20.3%
[metrics] power dissipated by switching net loads: 131 µW
[metrics] Power Total: 649 µW
[metrics] number of antenna repair diodes: 0
[metrics] Cells after Synth: 59
[metrics] initial detailed-routing violation count: 18
[metrics] ratio of cells with drive above 1 in the final layout: 22.2%
[metrics] Synth async-reset ratio: 0%
[metrics] CTS tree: built
[metrics] shortest clock period the worst path allows after layout: 1360 ps
[metrics] total of warnings raised by yosys: 2
[metrics] iteration count of the initial detailed-routing pass: 4
## repair_timing
action                                  in CTS  in global routing
endpoints found under the setup margin       3                  8
gates resized                               17                  8
pin swaps                                    2                  0
hold buffers                                 0                  0
## per-layer routing
metal | share of wire (%) | vias up | GRT usage (%) | wire [µm]
met5 | 0 | - | 0 | 0
met4 | 0.58 | 0 | 0.880 | 9
met3 | 8.6 | 2 | 2.73 | 135
met2 | 45 | 24 | 6.82 | 697
met1 | 46 | 203 | 6.71 | 720
li1 | - | 239 | - | -
## flip-flops by register name (all words and copies together) (netlist names)
| register | cells |
|---|---|
| o_com_buffer3 | 4 |
| o_com_buffer1 | 4 |
| o_com_buffer2 | 4 |
## area by class of cell
| class | count | area (µm²) | area share [%] |
|---|---|---|---|
| timing repair buffer | 32 | 292 | 32.0 |
| multi-input combinational | 43 | 290 | 31.8 |
| sequential | 12 | 250 | 27.4 |
| tap | 46 | 57.6 | 6.31 |
| clock buffer | 3 | 22.5 | 2.47 |
## cell families (layout without fill, tap and decap cells)
group | Yosys count | count (layout) | synth area share (%)
flops | 12 | 12 | 40.6
mux | 8 | 8 | 13.5
compound gates | 4 | 4 | 3.38
simple gates | 20 | 20 | 23.5
other cells | 1 | 11 | 0.634
buf+inv | 14 | 35 | 18.4
## power groups by stage
| stage | clock (mW) | sequential, mW | combinational (mW) |
|---|---|---|---|
| CTS | 0.207 | 0.354 | 0.103 |
| finish | 0.194 | 0.354 | 0.0997 |
| global route | 0.225 | 0.356 | 0.111 |
## cell usage in the layout (no fill, tap or decap)
master,n
sky130_fd_sc_hd__buf_2,2
sky130_fd_sc_hd__buf_4,4
sky130_fd_sc_hd__o21ai_1,4
sky130_fd_sc_hd__mux2i_1,8
sky130_fd_sc_hd__clkdlybuf4s50_1,19
sky130_fd_sc_hd__dfxtp_2,8
sky130_fd_sc_hd__conb_1,11
sky130_fd_sc_hd__and2_4,2
sky130_fd_sc_hd__nand2b_1,12
sky130_fd_sc_hd__dfxtp_1,4
sky130_fd_sc_hd__nor3b_2,1
sky130_fd_sc_hd__nand4b_1,5
sky130_fd_sc_hd__dlygate4sd2_1,7
sky130_fd_sc_hd__clkbuf_4,3
## per-stage QoR
step                util (%)  std cells  setup TNS (ps)
CTS                     26.4        136               0
detailed placement      26.0        133           -1560
finish                  26.7        136               0
global route            26.7        136               0
floorplan                  -         69               0
global placement        26.0        133           -1220
## critical path, cell delays in order
cell                              delay (ps)
sky130_fd_sc_hd__dlygate4sd2_1           200
sky130_fd_sc_hd__and2_4                  140
sky130_fd_sc_hd__clkdlybuf4s50_1         460
## worst max-delay path by stage
stage,startpoint,to,slack (ps)
final,i_firstcycle,o_set_buffer_2,40
after global routing,o_com_buffer3[0]$_SDFFE_PP0P_,o_com_buffer3[0],1
after CTS,o_com_buffer1[0]$_SDFFE_PP0P_,o_com_buffer1[0],20
Power figures rest on the tool's default switching activity, not on a simulated workload.
